==> design.v <==
module msync(pixelClock,h_sync_signal,v_sync_signal,draw);
input wire pixelClock;
output reg h_sync_signal,v_sync_signal,draw;
parameter h_whith = 640;  
parameter h_front_porch=16; 
parameter h_back_porch=96;
parameter h_sync_pulse=48;
parameter one_row= h_whith + h_front_porch + h_back_porch + h_sync_pulse;
parameter v_whith = 480;
parameter v_front_porch=10 * one_row;
parameter v_back_porch=33 * one_row;
parameter v_sync_pulse=2 *one_row;
parameter st_printing_line=0;
parameter st_h_fp=1;
parameter st_h_sync=2;
parameter st_h_bp=3;
parameter st_v_bp=4;
parameter st_v_fp=5;
parameter st_v_sync=6;
 reg[15:0] h_count=0; 
 reg[8:0] v_count=0; 
 reg[3:0] state=0; 
 always @ (posedge pixelClock) begin
    case(state)
        st_printing_line: begin
            h_sync_signal=0;
            v_sync_signal=0;
            draw=1;
            if (h_count==(h_whith-1)) begin  
                state=st_h_fp;
                h_count=0;
                draw=0;
            end else begin
                h_count=h_count+1;  
            end
        end
        st_h_fp: begin
            draw=0;
            h_sync_signal=0;
            if (h_count==(h_front_porch-1)) begin
                state=st_h_sync;
                h_count=0;
                h_sync_signal=1;
            end else begin
                h_count=h_count+1;
            end
        end
        st_h_sync: begin
            h_sync_signal=1;
            if (h_count==(h_sync_pulse-1)) begin
                state=st_h_bp;
                h_count=0;
                draw=0;
                h_sync_signal=0;
            end else begin
                h_count=h_count+1;
            end
        end
        st_h_bp: begin
            draw=0;
            h_sync_signal=0;
            if (h_count==(h_back_porch-1)) begin 
                h_count=0;
                if(v_count==(v_whith-1))begin 
                    v_count=0;
                    state=st_v_fp;
                end else begin 
                    v_count=v_count+1;
                    state=st_printing_line;
                    draw=1;
                end
            end else begin
                h_count=h_count+1;
            end
        end
        st_v_fp: begin
            v_sync_signal=0;
            if (h_count==(v_front_porch-1)) begin
                state=st_v_sync;
                h_count=0;
                v_sync_signal=1;
            end else begin
                h_count=h_count+1;
            end
        end
        st_v_sync:begin
            v_sync_signal=1;
            if (h_count==(v_sync_pulse-1)) begin
                state=st_v_bp;
                h_count=0;
                v_sync_signal=0;
            end else begin
                h_count=h_count+1;
            end 
        end
        st_v_bp:begin
            v_sync_signal=0;
            if (h_count==(v_back_porch-1)) begin
                state=st_printing_line;
                h_count=0;
                draw=1;
            end else begin
                h_count=h_count+1;
            end 
        end
        default: begin
        end
    endcase
 end
endmodule
==> run.sh <==
#!/bin/bash
# OpenROAD 26Q1-2900-gdf79404cd8, Yosys 0.63+post, stock flow scripts
make -C /OpenROAD-flow-scripts/flow DESIGN_CONFIG=/design/flow/config.mk WORK_HOME=/design/flow/orfs finish
==> config.mk <==
export PLATFORM = sky130hd
export DESIGN_NAME = msync
export DESIGN_NICKNAME = msync
export VERILOG_FILES = /design/flow/design.v
export SDC_FILE = /design/flow/constraint.sdc
export NUM_CORES = 4
export LEC_CHECK = 1
export CORE_UTILIZATION = 30
==> constraint.sdc <==
current_design msync

set clk_period 4.0
set clk_io_pct 0.2

create_clock -name clk0 -period $clk_period [get_ports {pixelClock}]

set non_clock_inputs [all_inputs -no_clocks]
set_input_delay [expr $clk_period * $clk_io_pct] -clock clk0 $non_clock_inputs
set_output_delay [expr $clk_period * $clk_io_pct] -clock clk0 [all_outputs]
==> CHANGELOG.md <==
### Metrics

* Filler cells at 595
* Post-layout period usage at 0.638
* EDFF count, synth at 31
* CTS resizes at 0
* Min Tclk post-route at 2550 ps
* Top-area cell share at 0.503
* Flops out of synthesis at 31
* Yosys cell count at 184
* Worst path required time at 3910 ps
* Max Freq at 392 MHz
* Commonest cells in the synthesized netlist: 31 x edfxtp_1, 18 x a21oi_1, 18 x nand2_1
* Core area at 0.00592 sq mm
* # port buffers at 3
* Power density over the cells at 284 mW/mm^2
* Worst Setup Start Kind: flop
* Most common reg cell: edfxtp_1
* Aggregate routed wire length at 3360 um
* ANT nets after route at 0
* CTS Sinks at 31
* TritonCTS clock tree: yes
* Leak pwr at 0.670 nW
* Wire per inst at 12.7 um
* GPL Wtd Cong at 0.850
* Yosys top cell by instances: edfxtp_1
* Mapped Avg Cell Area at 10.1 sq um
* Max H-tree Level at 2
* Largest net degree at the start of global routing at 17
* Antenna Cells at 0
* Crit Path Class: flop to flop
* Die H at 80.5 um
* Cell area leaders: edfxtp_1 50%, a21oi_1 4.9%, xor2_1 4.7%, xnor2_1 4.3%, nand2_1 3.7%
* Final Util at 0.343
* Actual slew at the worst max-slew pin at 815 ps
* Clk Latency, worst-skew pair at 280 ps
* Total negative setup slack at 0 ps
* Area of the multi-input gates at 877 sq um
* Chip Width at 80.5 um
* DRT iter0 DRCs at 74
* Detailed-route via count at 1340
* Crit Path Max Fanout at 6
* Post-Place Worst Slack at 1470 ps
* Share of synthesized registers carrying an async set or reset at 0
* Final worst slack at 1450 ps
* Worst Skew at 4.14 ps
* Log Warnings at 25
* Post-synthesis cell type count at 38
* DP Wirelength at 2370 um
* Max IR drop VDD at 124 uV
* Initial antenna violation count at 0
* Worst-case clock buffer depth at 2
* Status: finished, final reports clean
* Routed vias/inst at 5.08
* Init Core Util at 0.313
* Max cap viols at 0
* Row Count at 28
* CTS Buf Count at 5
* Critical path arrival at 2460 ps
* Max-slew headroom at 0.455
* Share of the yosys chip area belonging to registers at 0.503
* Max Slew Vio Count at 0
* Biggest area consumer among synthesized cells: edfxtp_1
* Full die area at 0.00649 sq mm
* Total global-route track usage at 0.118
* Final Hold Violating Endpoints at 0
* RSZ-0062 raised after global routing: false
* YS chip area at 0.00185 sq mm
* Io pins at 4
* Share of cells above drive strength 1 at 0.0635
* Critical Path End Type: flop
* Syn Inst Count at 184
* Vias in the first global route at 1166
* Ys Warns at 1
* Placed cell count at 257
* Setup repair bufs after CTS at 0
* DRC Markers at 0
* Worst hold path class: flop to flop
* Area delta synth->final at 9.60%
* Final setup vio count at 0
* Register area at 931 sq um
* Post-Syn Area at 0.00185 sq mm
* Post-CTS Hold Buffers at 0
* Non-Filler Instances at 264
* Router iterations before antenna repair at 4
* Root Buffer Master: clkbuf_8
* First-pass GRT wire length at 5690 um
* Clk pin slew, worst setup/hold paths at 60 ps
* Gr ovfl total at 0
worst paths after layout:
check                                              start                  endpoint  slack, ps  cells past startpoint
worst max-delay path               h_count[15]$_DFFE_PN_        state[2]$_DFFE_PP_       1450                      5
worst min-delay path            v_count[8]$_SDFFCE_PN0P_  v_count[8]$_SDFFCE_PN0P_        600                      1
worst max register to register     h_count[15]$_DFFE_PN_        state[2]$_DFFE_PP_       1450                      5
worst min register to register  v_count[8]$_SDFFCE_PN0P_  v_count[8]$_SDFFCE_PN0P_        600                      1
registers in the layout (all words and copies together), names as in the netlist:
signal,count
h_sync_signal,1
h_count,16
draw,1
v_sync_signal,1
state,3
v_count,9
power by group:
part,switching [mW],internal (mW)
Combinational,0,0
Clock,0.109,0.115
Sequential,0,0.352
Total,0.109,0.467
layout by cell type (no fill, tap or decap), types with 2 or more instances in the layout:
cell,count
nor2b_1,3
a21oi_1,18
inv_1,3
o21ai_0,9
ha_1,2
xnor2_1,9
nor2_1,16
nand4_1,6
nand2b_1,7
xor2_1,10
nand3_1,13
clkdlybuf4s50_1,3
nor3_1,3
clkbuf_8,5
edfxtp_1,31
nor4_1,3
and3_1,5
nand2_1,18
and2_1,2
nor4b_1,3
metal layers:
layer | vias to the layer above | track usage | part of all wire
li1 | 700 | - | -
met1 | 622 | 0.199 | 0.54
met2 | 11 | 0.161 | 0.42
met3 | 7 | 0.0288 | 0.026
met4 | 0 | 0.0143 | 0.014
met5 | - | 0 | 0
stage by stage:
stage               power (mW)  hold WS, ps  instance area, sq um
floorplan                0.359          553                  1850
CTS                      0.587          613                  2030
finish                   0.576          602                  2030
global route             0.594          623                  2030
detailed placement       0.359          603                  1950
global placement         0.359          585                  1950
cell families after synthesis:
logic type	count (synthesis)	synth area share
flip-flops	31	0.503
adder cells (fa/ha/maj)	2	0.0135
XOR/XNOR	19	0.0899
AND-OR/OR-AND	34	0.108
buffers and inverters	9	0.0230
AND/OR/NAND/NOR	89	0.263
critical path, stage by stage (launching register included):
cell and delay [ps]:
edfxtp_1 470, or2_0 230, or4_1 530, o311ai_2 260, nand2_1 110, nor4b_1 580
area by class of cell:
class | instances | share of cell area
flip-flops and latches | 31 | 0.459
multi-input cells | 144 | 0.432
well taps | 75 | 0.0463
clock buffers | 5 | 0.0339
repair buffers | 4 | 0.0185
inverters | 3 | 0.00555
clock inverters | 2 | 0.00432
Power is estimated from default activity; no workload was simulated.
