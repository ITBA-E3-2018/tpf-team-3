## /design/flow/design.v

```verilog
module mtimer(clk,reset,ss,th,tm,ts);
input clk,reset,ss;
parameter modulo = 60;
parameter divclock = 25000000;
output reg[7:0] th=0;
output reg[7:0] tm=0;
output reg[7:0] ts=0;
reg status=0;
reg [30:0] div=0;
always @ (posedge clk) begin
    if(ss==1)begin
        status=!status;
    end
    if(status==1)begin
    if(div<divclock)begin
        div=div+1;
    end else begin
        ts=ts+1;
    end
        if(ts==(modulo))begin
            ts=0;
            tm=tm+1;
        end
        if(tm==(modulo))begin
            tm=0;
            th=th+1;
        end
        if(th==(modulo))begin
            th=0;
        end
    end
    if(reset==1)begin
        status=0;
        ts=0;
        tm=0;
        th=0;
    end
end
endmodule
```

## /design/flow/run.sh

```bash
#!/bin/bash
# OpenROAD 26Q1-2900-gdf79404cd8, Yosys 0.63+post, stock flow scripts
make -C /OpenROAD-flow-scripts/flow DESIGN_CONFIG=/design/flow/config.mk WORK_HOME=/design/flow/orfs finish
```

## /design/flow/config.mk

```make
export PLATFORM = sky130hd
export DESIGN_NAME = mtimer
export DESIGN_NICKNAME = mtimer
export VERILOG_FILES = /design/flow/design.v
export SDC_FILE = /design/flow/constraint.sdc
export NUM_CORES = 4
export LEC_CHECK = 1
export CORE_UTILIZATION = 40
```

## /design/flow/constraint.sdc

```tcl
current_design mtimer

set clk_period 5.5
set clk_io_pct 0.2

create_clock -name clk0 -period $clk_period [get_ports {clk}]

set non_clock_inputs [all_inputs -no_clocks]
set_input_delay [expr $clk_period * $clk_io_pct] -clock clk0 $non_clock_inputs
set_output_delay [expr $clk_period * $clk_io_pct] -clock clk0 [all_outputs]
```

==> ci_impl_report.md <==
## Synthesis and layout report

| Metric | Value |
|---|---|
| RSZ-0062 raised after global routing | `no` |
| Log Warnings | `25` |
| H-tree depth | `2` |
| EDFF count, synth | `31` |
| Async S/R FF share, synth | `0%` |
| N_diodes | `0` |
| Family with the most delay on the worst path | `AND-OR/OR-AND gates` |
| Pins Over Slew Limit | `0` |
| Area grow syn2layout | `15.2%` |
| P_leak | `approximately 1.2 nW` |
| Chip height | `90.7 um` |
| Distinct lib cells | `46` |
| Final Non-Filler Cells | `452` |
| Switching part of the total | `23.9%` |
| DIE WIDTH | `about 91 um` |
| Setup TNS Final | `0 ns` |
| Critical Path RT | `5.72 ns` |
| Pin count of the biggest net entering global routing | `29` |
| Worst slew margin | `49.0%` |
| Critical path data arrival time | `3.89 ns` |
| Worst-path clk slew | `~0.1 ns` |
| Yosys warnings | `1` |
| Row Count | `31` |
| Routed via count | `2,424` |
| Ratio of cells with drive above 1 in the final layout | `5.10%` |
| Post-CTS Setup Inserts | `0` |
| Drt initial violations | `120` |
| Synth Cell Area | `approximately 3100 sq um` |
| WP buf/inv | `0` |
| Yosys Instances | `324` |
| Sw power | `0.000174 W` |
| Maximum clock rate | `between 0.2 and 0.3 GHz` |
| Setup ws final | `1.83 ns` |
| Max_cap viols | `0` |
| Post-route DRC | `0` |
| Register share after synthesis | `45.5%` |
| Largest cells by area | `edfxtp_1 30%, dfxtp_1 16%, xnor2_1 8.1%, xor2_1 4.2%, nand2_1 3.6%` |
| Clk sink count | `56` |
| GRT Residual Overflow | `0` |
| Root Driver | `clkbuf_8` |
| Total CTS buffers | `5` |
| Setup-failing EPs final | `0` |
| Vias in the first global route | `2,253` |
| Avg WL per Cell | `13.4 um` |
| Final hold violations | `0` |
| Ports | `27` |
| CP Cell Sequence | `ha_1 > nand3_1 > or4b_1 > a21oi_1 > mux2i_1 > a311oi_4 > mux2i_4 > mux2i_4 > o21ai_1 > a311oi_1` |
| # port buffers | `26` |
| Pre-CTS setup slack | `1.84 ns` |
| Top FF cell, synth | `edfxtp_1` |
| First-pass GRT wire length | `~11,000 um` |
| Final WL | `slightly above 6000 um` |
| HP Class | `reg2reg` |
| Clock skew | `0.0111 ns` |
| Critical Path Slowest Stage Cell | `a311oi_4` |
| Seq pwr share | `61.5%` |
| Max Buffers Root-to-Sink | `2` |
| Fillers | `672` |
| Combinational share of power | `6.2%` |
| Peak VDD IR | `around 0.00011 V` |
| Gate Count Post-Synth | `324` |
| Final Critical Period | `3.67 ns` |
| Clk latency late pin | `0.32 ns` |
| Biggest cell delay along the critical path | `0.69 ns` |
| Startpoint types | `register` |
| P_int | `0.000554 W` |
| Most frequent CP cell | `mux2i_4` |
| Setup crit end kind | `register` |
| Measured slew at the worst slew-check pin | `0.764 ns` |
| FP Util | `42.4%` |
| Initial antenna violation count | `0` |
| Critical path class | `reg2reg` |
| Final Wtd Congestion | `0.780` |
| CTS tree | `done` |
| Yosys chip area | `between 3000 and 4000 sq um` |
| DP Cell Count | `444` |
| Post-layout period usage | `~67%` |
| Full die area | `approximately 8000 sq um` |
| Outcome | `completed` |
| DPL Wire Length | `4170 um` |
| First-pass detailed-route iteration total | `4` |
| Max FO, Critical Path | `14` |
| Area leader share | `29.6%` |
| Syn Area/Cell | `9.70 sq um` |
| Post-CTS Hold Fix Bufs | `0` |
| Top cell type by instance count after synthesis | `edfxtp_1` |
| Top cells by count | `31 x edfxtp_1, 30 x nand2_1, 29 x nor2_1, 29 x xnor2_1, 25 x dfxtp_1` |
| Post-synth regs | `around 56` |
| Clock group share of total power | `approximately a third` |
| Final ANT Viol Nets | `0` |
| Post-cts resize count | `0` |
| Synth area leader | `edfxtp_1` |
| PwrDens | `201 nW/um^2` |
| Core box area | `7410 sq um` |
| Gr usage total | `around 16%` |
| Via/cell ratio | `~5.4` |
[power groups by stage]
stage | Clock (W) | Combinational (W) | Sequential (W)
after CTS | 0.000247 | 0.0000452 | 0.000448
after global routing | 0.000265 | 0.0000493 | 0.000449
final | 0.000236 | 0.0000450 | 0.000448
[registers in the layout, indices dropped and copies added (netlist names)]
register and cells:
ts 8, th 8, tm 8, div 31, status 1
[path summary, 6_finish.rpt]
kind              cells past startpoint  slack (ns)    end   from
setup / recovery                     10        1.83  th[4]  ts[0]
hold / removal                        1        0.55  tm[5]  tm[5]
setup reg to reg                     10        1.83  th[4]  ts[0]
hold reg to reg                       1        0.55  tm[5]  tm[5]
[layout by cell type, fill, tap and decap left out, types with 2 or more instances in the layout]
cell type | Yosys | routed
a211oi_1 | 2 | 2
a21oi_1 | 19 | 19
a311oi_1 | 3 | 3
a31oi_1 | 2 | 2
and2_1 | 5 | 5
and3_1 | 11 | 11
and4_1 | 3 | 3
buf_4 | 0 | 4
clkbuf_8 | 0 | 5
clkdlybuf4s50_1 | 0 | 26
dfxtp_1 | 25 | 25
edfxtp_1 | 31 | 31
ha_1 | 4 | 4
inv_1 | 7 | 7
mux2i_1 | 6 | 6
mux2i_4 | 2 | 2
nand2_1 | 30 | 30
nand2b_1 | 5 | 5
nand3_1 | 19 | 19
nand3b_1 | 2 | 2
nand4_1 | 8 | 8
nand4b_1 | 3 | 3
nor2_1 | 29 | 28
nor3_1 | 6 | 6
nor3b_1 | 3 | 3
nor4_1 | 7 | 7
nor4b_1 | 4 | 4
o211ai_1 | 4 | 4
o21a_1 | 2 | 2
o21ai_0 | 2 | 2
o21ai_1 | 9 | 9
o22ai_1 | 3 | 3
or3_1 | 4 | 4
xnor2_1 | 29 | 29
xor2_1 | 15 | 15
[per-stage QoR]
| stage | utilization (%) | total power, W | hold slack [ns] | instance area, sq um |
|---|---|---|---|---|
| floorplan | - | 0.000484 | 0.455 | 3140 |
| global placement | 47.6 | 0.000502 | 0.529 | 3530 |
| detailed placement | 47.6 | 0.000503 | 0.534 | 3530 |
| CTS | 48.9 | 0.000740 | 0.554 | 3620 |
| global route | 48.9 | 0.000764 | 0.593 | 3620 |
| finish | 48.9 | 0.000729 | 0.546 | 3620 |
[layer usage]
metal	global-route usage [%]	wire, um	vias to the layer above
li1	-	-	1252
met1	26.5	3120	1127
met2	24.5	2670	38
met3	2.22	201	7
met4	1.75	59	0
met5	0	0	-
[cells by family after synthesis]
logic type,after synthesis,share of synthesized area [%]
AOI/OAI and AO/OA,51,10.5
xor gates and xnor gates,44,12.3
adders and majority gates,4,1.59
buffers and inverters,16,1.95
DFF,56,45.5
muxes,9,3.70
and+or+nand+nor,144,24.5
[cell type report]
cell class / count / area (sq um) / share of cell area [%]
Timing Repair Buffer: 30 / 290 / 8.01
Clock buffer: 5 / 68.8 / 1.90
Multi-Input combinational cell: 252 / 1650 / 45.7
Clock inverter: 3 / 27.5 / 0.760
Inverter: 7 / 26.3 / 0.725
Sequential cell: 56 / 1430 / 39.5
Tap cell: 99 / 124 / 3.42
Power and IR drop assume default switching activity.
